[flow/run.sh]
#!/bin/bash
# OpenROAD 26Q1-2900-gdf79404cd8, Yosys 0.63+post, stock flow scripts
make -C /OpenROAD-flow-scripts/flow DESIGN_CONFIG=/design/flow/config.mk WORK_HOME=/design/flow/orfs finish
[flow/config.mk]
export PLATFORM = sky130hd
export DESIGN_NAME = mips_single_cycle
export DESIGN_NICKNAME = mips_single_cycle
export VERILOG_FILES = /design/flow/design.v
export SDC_FILE = /design/flow/constraint.sdc
export NUM_CORES = 4
export LEC_CHECK = 1
export CORE_UTILIZATION = 40
export SYNTH_HDL_FRONTEND = slang
[flow/constraint.sdc]
current_design mips_single_cycle

set clk_period 80.9
set clk_io_pct 0.2

create_clock -name clk0 -period $clk_period [get_ports {clk}]

set non_clock_inputs [all_inputs -no_clocks]
set_input_delay [expr $clk_period * $clk_io_pct] -clock clk0 $non_clock_inputs
set_output_delay [expr $clk_period * $clk_io_pct] -clock clk0 [all_outputs]
[flow/design.v]
package definitions;
typedef enum logic[5:0]{
 RTYPE = 6'b000000,
 ADDI = 6'b000001,
 SUBI = 6'b000010,
 ANDI = 6'b000011,
 ORI = 6'b000100,
 XORI = 6'b000101,
 LUI = 6'b000110,
 LLI = 6'b000111,
 LWR = 6'b001000,
 SWR = 6'b001001,
 LWI = 6'b001010,
 SWI = 6'b001011,
 BEQ = 6'b001100,
 BNE = 6'b001101,
 J = 6'b001110,
 JAL = 6'b001111,
 RET = 6'b010000, 
 BNEG = 6'b010001  
} opcode;
typedef enum logic[3:0]{
 ALU_ADD = 4'b0000,
 ALU_SUB = 4'b0001,
 ALU_AND = 4'b0010,
 ALU_OR = 4'b0011,
 ALU_XOR = 4'b0100,
 ALU_SLL = 4'b0101,
 ALU_SRL = 4'b0110,
 ALU_SLA = 4'b0111,
 ALU_SRA = 4'b1000,
 ALU_LUI = 4'b1001,
 ALU_LLI = 4'b1010,
 ALU_NOT = 4'b1011,  
 ALU_Z = 'z
} operation;
endpackage
import definitions::*;
module alu
	#(parameter DATA_SIZE=32)
	 (input logic signed[DATA_SIZE-1:0] a,
	  input logic signed[DATA_SIZE-1:0] b,
	  input operation op,
	  output logic signed[DATA_SIZE-1:0] r,
	  output logic z, 
	  output logic n  
	);
always_comb
begin
	case(op)
		ALU_ADD: r = a + b;
		ALU_SUB: r = a - b;
		ALU_AND: r = a & b;
		ALU_OR: r = a | b;
		ALU_XOR: r = a ^ b;
		ALU_SLL: r = b << a;
		ALU_SRL: r = b >> a;
		ALU_SLA: r = b <<< a;
		ALU_SRA: r = b >>> a;
		ALU_LUI: r = {b[15:0],16'b0};
		ALU_LLI: r = {16'b0,b[15:0]};
		ALU_NOT: r = ~a;
		default: r = 'z;
	endcase
	z = (r==0) ? 1'b1 : 1'b0;
	n = r[DATA_SIZE-1];
end
endmodule
import definitions::*;
module controller
		#(parameter FUNC_SIZE=6)
		(input opcode op,
		 input logic[FUNC_SIZE-1:0] func,
		 output logic rf_we,
		 output logic sel_op_a,
		 output logic sel_op_b,
		 output logic zero_or_sign,
		 output logic [1:0] rd_sel,
		 output logic [1:0] rf_data_sel,
		 output logic mem_ad_sel,
		 output logic dm_we,
		 output logic beq,
		 output logic bne,
		 output logic[2:0] pc_sel,  
		 output logic rs_sel
		 );
always_comb
begin
	case(op)
		RTYPE:
		begin
			sel_op_b = 0;
			rf_we = 1;
			if(func==5 || func==6 || func==7 || func==8)
				sel_op_a = 1;
			else
				sel_op_a = 0;
			zero_or_sign='z;
			rd_sel = 0;
			rf_data_sel = 0;
			dm_we = 0;
			mem_ad_sel = 'z;
			beq = 0;
			bne = 0;
			pc_sel = 0;
			rs_sel = 0;
		end
		ADDI:
		begin
			sel_op_a = 0;
			sel_op_b = 1;
			rf_we = 1;
			zero_or_sign = 1;
			rd_sel = 1;
			rf_data_sel = 0;
			dm_we = 0;
			mem_ad_sel = 'z;
			beq = 0;
			bne = 0;
			pc_sel = 0;
			rs_sel = 0;
		end
		SUBI:
		begin
			sel_op_a = 0;
			sel_op_b = 1;
			rf_we = 1;
			zero_or_sign = 1;
			rd_sel = 1;
			rf_data_sel = 0;
			dm_we = 0;
			mem_ad_sel = 'z;
			beq = 0;
			bne = 0;
			pc_sel = 0;
			rs_sel = 0;
		end
		ANDI:
		begin
			sel_op_a = 0;
			sel_op_b = 1;
			rf_we = 1;
			zero_or_sign = 0;
			rd_sel = 1;
			rf_data_sel = 0;
			dm_we = 0;
			mem_ad_sel = 'z;
			beq = 0;
			bne = 0;
			pc_sel = 0;
			rs_sel = 0;
		end
		ORI:
		begin
			sel_op_a = 0;
			sel_op_b = 1;
			rf_we = 1;
			zero_or_sign = 0;
			rd_sel = 1;
			rf_data_sel = 0;
			dm_we = 0;
			mem_ad_sel = 'z;
			beq = 0;
			bne = 0;
			pc_sel = 0;
			rs_sel = 0;
		end
		XORI:
		begin
			sel_op_a = 0;
			sel_op_b = 1;
			rf_we = 1;
			zero_or_sign = 0;
			rd_sel = 1;
			rf_data_sel = 0;
			dm_we = 0;
			mem_ad_sel = 'z;
			beq = 0;
			bne = 0;
			pc_sel = 0;
			rs_sel = 0;
		end
		LUI:
		begin
			sel_op_a = 'z;
			sel_op_b = 1;
			rf_we = 1;
			zero_or_sign = 0;  
			rd_sel = 1;
			rf_data_sel = 0;
			dm_we = 0;
			mem_ad_sel = 'z;
			beq = 0;
			bne = 0;
			pc_sel = 0;
			rs_sel = 0;
		end
		LLI:
		begin
			sel_op_a = 'z;
			sel_op_b = 1;
			rf_we = 1;
			zero_or_sign = 0;  
			rd_sel = 1;
			rf_data_sel = 0;
			dm_we = 0;
			mem_ad_sel = 'z;
			beq = 0;
			bne = 0;
			pc_sel = 0;
			rs_sel = 0;
		end
		LWR:
		begin
			sel_op_a = 'z;
			sel_op_b = 'z;
			rf_we = 1;
			zero_or_sign = 'z;
			rd_sel = 1;
			rf_data_sel = 1;
			dm_we = 0;
			mem_ad_sel = 0;
			beq = 0;
			bne = 0;
			pc_sel = 0;
			rs_sel = 0;
		end
		SWR:
		begin
			sel_op_a = 'z;
			sel_op_b = 'z;
			rf_we = 0;
			zero_or_sign = 'z;
			rd_sel = 'z;
			rf_data_sel = 'z;
			dm_we = 1;
			mem_ad_sel = 0;
			beq = 0;
			bne = 0;
			pc_sel = 0;
			rs_sel = 0;
		end
		LWI:
		begin
			sel_op_a = 'z;
			sel_op_b = 'z;
			rf_we = 1;
			zero_or_sign = 'z;
			rd_sel = 1;
			rf_data_sel = 1;
			dm_we = 0;
			mem_ad_sel = 1;
			beq = 0;
			bne = 0;
			pc_sel = 0;
			rs_sel = 0;
		end
		SWI:
		begin
			sel_op_a = 'z;
			sel_op_b = 'z;
			rf_we = 0;
			zero_or_sign = 'z;
			rd_sel = 'z;
			rf_data_sel = 'z;
			dm_we = 1;
			mem_ad_sel = 1;
			beq = 0;
			bne = 0;
			pc_sel = 0;
			rs_sel = 0;
		end
		BEQ:
		begin
			sel_op_a = 0;
			sel_op_b = 0;
			rf_we = 0;
			zero_or_sign = 'z;
			rd_sel = 'z;
			rf_data_sel = 'z;
			dm_we = 0;
			mem_ad_sel = 'z;
			beq = 1;
			bne = 0;
			pc_sel = 1;
			rs_sel = 0;
		end
		BNE:
		begin
			sel_op_a = 0;
			sel_op_b = 0;
			rf_we = 0;
			zero_or_sign = 'z;
			rd_sel = 'z;
			rf_data_sel = 'z;
			dm_we = 0;
			mem_ad_sel = 'z;
			beq = 0;
			bne = 1;
			pc_sel = 1;
			rs_sel = 0;
		end
		J:
		begin
			sel_op_a = 'z;
			sel_op_b = 'z;
			rf_we = 0;
			zero_or_sign = 'z;
			rd_sel = 'z;
			rf_data_sel = 'z;
			dm_we = 0;
			mem_ad_sel = 'z;
			beq = 0;
			bne = 0;
			pc_sel = 2;
			rs_sel = 0;
		end
		JAL:
		begin
			sel_op_a = 'z;
			sel_op_b = 'z;
			rf_we = 1;
			zero_or_sign = 'z;
			rd_sel = 2;
			rf_data_sel = 2;
			dm_we = 0;
			mem_ad_sel = 'z;
			beq = 0;
			bne = 0;
			pc_sel = 2;
			rs_sel = 0;
		end
		RET:
		begin
			sel_op_a = 'z;
			sel_op_b = 'z;
			rf_we = 0;
			zero_or_sign = 'z;
			rd_sel = 'z;
			rf_data_sel = 'z;
			dm_we = 0;
			mem_ad_sel = 'z;
			beq = 0;
			bne = 0;
			pc_sel = 3;
			rs_sel = 1;
		end
		BNEG:
		begin
			sel_op_a = 0;
			sel_op_b = 0;
			rf_we = 0;
			zero_or_sign = 'z;
			rd_sel = 'z;
			rf_data_sel = 'z;
			dm_we = 0;
			mem_ad_sel = 'z;
			beq = 0;
			bne = 0;
			pc_sel = 4;
			rs_sel = 0;
		end
		default:
		begin
			sel_op_a = 'z;
			sel_op_b = 'z;
			rf_we = 0;
			zero_or_sign = 'z;
			rd_sel = 'z;
			rf_data_sel = 'z;
			dm_we = 0;
			mem_ad_sel = 'z;
			beq = 0;
			bne = 0;
			pc_sel = 0;
			rs_sel = 0;
		end
	endcase
end
endmodule
module extender(input logic [4:0] sa,
		input logic [15:0] imm,
		input logic zero_or_sign,
		output logic [31:0] ext_sa,
		output logic [31:0] ext_imm 
		);
always_comb 
begin 
	if(sa[4]==0)
		ext_sa = {27'b0,sa[4:0]};
	else	
		ext_sa = {27'b1,sa[4:0]};
	if(zero_or_sign)  
	begin
		if(imm[15]==0)
			ext_imm = {16'b0,imm[15:0]};
		else	
			ext_imm = {16'hffff,imm[15:0]};	
	end
	else  
	begin
		ext_imm = {16'b0,imm[15:0]};
	end
end
endmodule
import definitions::*;
module instruction_decoder
	#(parameter FUNC_SIZE=6)
	 (input opcode op,
	  input logic[FUNC_SIZE-1:0] func,
	  output operation alu_op
	 );
always_comb
begin
	case(op)
		RTYPE:
		begin
			alu_op = operation'(func[3:0]);
		end
		ADDI:
		begin
			alu_op = ALU_ADD;  
		end
		SUBI:
		begin
			alu_op = ALU_SUB;  
		end
		ANDI:
		begin
			alu_op = ALU_AND;  
		end
		ORI:
		begin
			alu_op = ALU_OR;  
		end
		XORI:
		begin
			alu_op = ALU_XOR;  
		end
		LUI:
		begin
			alu_op = ALU_LUI;  
		end
		LLI:
		begin
			alu_op = ALU_LLI;  
		end
		LWR:
		begin
			alu_op = ALU_Z;
		end
		SWR:
		begin
			alu_op = ALU_Z;
		end
		LWI:
		begin
			alu_op = ALU_Z;
		end
		SWI:
		begin
			alu_op = ALU_Z;
		end
		BEQ:
		begin
			alu_op = ALU_SUB;  
		end
		BNE:
		begin
			alu_op = ALU_SUB;  
		end
		J:
		begin
			alu_op = ALU_Z;  
		end
		JAL:
		begin
			alu_op = ALU_Z;  
		end
		RET:
		begin
			alu_op = ALU_Z;  
		end
		BNEG:
		begin
			alu_op = ALU_ADD;  
		end
		default:
			alu_op = ALU_Z;
	endcase	
end
endmodule
import definitions::*;
module mips_single_cycle
	#(parameter INS_SIZE=32)
	 (input logic clk,
	  input logic[INS_SIZE-1:0] instruction,
	  input logic[31:0] dm_q,
	  output logic dm_we,
	  output logic [15:0] dm_address,
	  output logic [31:0] dm_d,
	  output logic [31:0] pc_out
	 );
opcode ins_op;
logic[4:0] ins_rs;
logic[4:0] ins_rt;
logic[4:0] ins_rd;
logic[4:0] ins_sa;
logic[5:0] ins_func;
logic[15:0] ins_imm;
operation alu_op;
logic rf_we;
logic sel_op_a;
logic sel_op_b;
logic zero_or_sign;
logic [1:0]rd_sel;
logic [1:0]rf_data_sel;
logic mem_ad_sel;
logic[31:0] operandA;
logic[31:0] operandB;
logic[31:0] result;
logic zero;
logic[31:0] ext_sa;
logic[31:0] ext_imm;
logic[31:0] Qs;
logic[31:0] Qt;
logic[31:0] D;
logic[4:0] rd;
logic beq;
logic bne;
logic[31:0] next_pc;
logic[31:0] pc;
logic[2:0] pc_sel;
logic[25:0] ins_addr;
logic rs_sel;
logic [4:0]rs;
logic negative;
controller controller0
		(.op(ins_op),
		 .func(ins_func),
		 .rf_we(rf_we),
		 .sel_op_a(sel_op_a),
		 .sel_op_b(sel_op_b),
		 .zero_or_sign(zero_or_sign),
		 .rd_sel(rd_sel),
		 .rf_data_sel(rf_data_sel),
		 .mem_ad_sel(mem_ad_sel),
		 .dm_we(dm_we),
		 .beq(beq),
		 .bne(bne),
		 .pc_sel(pc_sel),
		 .rs_sel(rs_sel)
		 );
regfile regfile0
	 (.rs(rs),
	  .rt(ins_rt),
	  .rd(rd),
	  .D(D),
	  .we(rf_we),
	  .clk(clk),
	  .Qs(Qs),
	  .Qt(Qt)
	 );
alu alu0
	 (.a(operandA),
	  .b(operandB),
	  .op(alu_op),
	  .r(result),
	  .z(zero),
	  .n(negative)
	);
extender extender0
	(.sa(ins_sa),
	 .imm(ins_imm),
	 .zero_or_sign(zero_or_sign),
	 .ext_sa(ext_sa),
	 .ext_imm(ext_imm) 
	);
instruction_decoder instruction_decoder0
	 (.op(ins_op),
	  .func(ins_func),
	  .alu_op(alu_op)
	 );
always_comb
begin
	ins_op = opcode'(instruction[31:26]);
	ins_rs = instruction[25:21];
	ins_rt = instruction[20:16];
	ins_rd = instruction[15:11];
	ins_sa = instruction[10:6];
	ins_func = instruction[5:0];
	ins_imm = instruction[15:0];
	ins_addr = instruction[25:0];
	operandA = (sel_op_a) ? ext_sa : Qs;
	operandB = (sel_op_b) ? ext_imm : Qt;
	dm_address = (mem_ad_sel) ? ins_imm : Qs;
	rs = (rs_sel) ? 5'd31 : ins_rs; 
	dm_d = Qt;
	pc_out = pc;
	case(rd_sel)
		0:
		begin
			rd = ins_rd;
		end
		1:
		begin
			rd = ins_rt;
		end
		2:
		begin
			rd = 5'd31;
		end
		default:
		begin
			rd = ins_rd;
		end
	endcase
	case(rf_data_sel)
		0:
		begin
			D = result;
		end
		1:
		begin
			D = dm_q;
		end
		2:
		begin
			D = pc+1;
		end
		default:
		begin
			D =  result;
		end
	endcase 
	case(pc_sel)
		0:
		begin
			next_pc = pc +1;
		end
		1:
		begin
			if(beq)
			begin
				if(zero)
					next_pc = {16'b0,ins_imm};
				else
					next_pc = pc+1;
			end
			else
			begin
				if(bne)
				begin
					if(~(zero))
						next_pc = {16'b0,ins_imm};
					else
						next_pc = pc+1;
				end
				else
					next_pc = pc+1;
			end
		end
		2:
		begin
			next_pc = {6'b0,ins_addr};
		end
		3:
		begin
			next_pc = Qs;
		end
		4:  
		begin
			if(negative)
				next_pc = {16'b0,ins_imm};
			else
				next_pc = pc+1;
		end
		default:
			next_pc = pc+1;
	endcase
end
always_ff@(posedge clk)
begin
	pc <= next_pc;
end
endmodule
module regfile
	#(parameter DATA_SIZE=32, parameter SELEC_SIZE=5, parameter ADDRESSES=32)
	 (input logic[SELEC_SIZE-1:0] rs,
	  input logic[SELEC_SIZE-1:0] rt,
	  input logic[SELEC_SIZE-1:0] rd,
	  input logic[DATA_SIZE-1:0] D,
	  input logic we,
	  input logic clk,
	  output logic[DATA_SIZE-1:0] Qs,
	  output logic[DATA_SIZE-1:0] Qt
	 );
logic [DATA_SIZE-1:0] mem [ADDRESSES-1:0];
always_ff@(posedge clk) 
begin
    if(we)
    begin
        if(rd != 0)
		mem[rd] <= D;
    end
end
always_comb 
begin
    Qs = mem[rs];
    Qt = mem[rt];
end
endmodule
==> impl_results.html <==
<h2>Implementation results</h2>
<table>
<tr><th>Metric</th><th>Value</th></tr>
<tr><th colspan="2">Status</th></tr>
<tr><td>Outcome</td><td>finished clean</td></tr>
<tr><th colspan="2">Floorplan</th></tr>
<tr><td>Area of the core region</td><td>159,000 µm²</td></tr>
<tr><td>Die Span X</td><td>403 µm</td></tr>
<tr><td>Area of the die</td><td>162,000 µm²</td></tr>
<tr><td>Site Rows</td><td>146</td></tr>
<tr><td>Die Ht</td><td>403 µm</td></tr>
<tr><td>Number of top-level pins</td><td>146</td></tr>
<tr><td>Floorplan Utilization</td><td>40.4%</td></tr>
<tr><th colspan="2">Detailed routing</th></tr>
<tr><td>First DRT Iteration DRCs</td><td>5,749</td></tr>
<tr><td>Detailed-routing iteration count for the pre-antenna-repair pass</td><td>8</td></tr>
<tr><td>Aggregate routed wire length</td><td>323,000 µm</td></tr>
<tr><td>Number of vias per cell after detailed routing</td><td>6.91</td></tr>
<tr><td>Number of nets with antenna violations after routing</td><td>0</td></tr>
<tr><td>Routed WL per cell</td><td>40.6 µm</td></tr>
<tr><td>Via Count</td><td>55,008</td></tr>
<tr><td># DRC</td><td>0</td></tr>
<tr><th colspan="2">GRT</th></tr>
<tr><td>Largest net degree at the start of global routing</td><td>90</td></tr>
<tr><td>Overflow left after global routing</td><td>0</td></tr>
<tr><td>Wire length of the first global-routing pass</td><td>441,000 µm</td></tr>
<tr><td>Vias in the first global route</td><td>54,610</td></tr>
<tr><td>Global-route total usage across every layer</td><td>42.1%</td></tr>
<tr><td>Antenna violations before repair</td><td>16</td></tr>
<tr><th colspan="2">Worst setup path</th></tr>
<tr><td>Required time at the worst-slack endpoint</td><td>64,720 ps</td></tr>
<tr><td>Slowest-stage cell, CP</td><td>a311oi_1</td></tr>
<tr><td>Gate family responsible for the most delay along the worst path</td><td>buffers and inverters</td></tr>
<tr><td>Startpoint-to-endpoint class of the critical path</td><td>input pin to primary output</td></tr>
<tr><td>Sort of element at the start of the critical path</td><td>input pin</td></tr>
<tr><td>Worst-path fanout max</td><td>41</td></tr>
<tr><td>Reg2Reg Depth</td><td>29</td></tr>
<tr><td>R2r startpoint</td><td>regfile0.mem[31][12]</td></tr>
<tr><td>Slack of the worst reg-to-reg path</td><td>69,670 ps</td></tr>
<tr><td>Arr. time, crit path</td><td>21,900 ps</td></tr>
<tr><td>Buffers and inverters on the worst path</td><td>6</td></tr>
<tr><td>Chain of cells forming the critical path</td><td>buf_8, buf_4, buf_4, buf_4, buf_4, nor2_1, a22oi_1, a21oi_1, a311oi_1, a21oi_1, a21oi_1, clkdlybuf4s50_1</td></tr>
<tr><td>Most used cell, CP</td><td>buf_4</td></tr>
<tr><td>Reg-to-reg critical path endpoint</td><td>pc_out[21]</td></tr>
<tr><td>Worst setup EP type</td><td>primary output</td></tr>
<tr><td>Max incr delay on CP</td><td>900 ps</td></tr>
<tr><th colspan="2">Synthesis</th></tr>
<tr><td>Mean cell area of the mapped netlist</td><td>11.5 µm²</td></tr>
<tr><td>Warnings from Yosys</td><td>0</td></tr>
<tr><td>Chip area line of the yosys report</td><td>64,200 µm²</td></tr>
<tr><td>Most used flip-flop cell after synthesis</td><td>edfxtp_1</td></tr>
<tr><td>Count of different cell masters after synthesis</td><td>114</td></tr>
<tr><td>Most used standard cell by instance count after synthesis</td><td>edfxtp_1</td></tr>
<tr><td>Cell taking the most area after synthesis</td><td>edfxtp_1</td></tr>
<tr><td>Area share of the leading cell type in the synthesized netlist</td><td>47.9%</td></tr>
<tr><td>Commonest cells in the netlist</td><td>edfxtp_1 (1,024), mux2i_1 (642), nor2_1 (381)</td></tr>
<tr><td>Synth async-reset ratio</td><td>0%</td></tr>
<tr><td>Number of cells in the yosys synthesis report</td><td>5,587</td></tr>
<tr><td>Post-synthesis instance area</td><td>64,200 µm²</td></tr>
<tr><td>Gate count of the mapped netlist</td><td>5,587</td></tr>
<tr><td>Synth flops</td><td>1,056</td></tr>
<tr><td>Main area contributors</td><td>edfxtp_1 (48%), mux2i_1 (10%), mux4_2 (5.3%), a22oi_1 (2.9%), a21oi_1 (2.8%)</td></tr>
<tr><td>Number of enable-type register cells in the synthesized netlist</td><td>1,024</td></tr>
<tr><td>Fraction of the yosys area taken by sequential cells</td><td>48.9%</td></tr>
<tr><th colspan="2">Clock network</th></tr>
<tr><td>Clock tree root driver cell</td><td>clkbuf_16</td></tr>
<tr><td>Number of post-CTS setup repair buffers</td><td>0</td></tr>
<tr><td>Clock tree from TritonCTS</td><td>yes</td></tr>
<tr><td>Number of buffers created by CTS</td><td>113</td></tr>
<tr><td>Buffer levels on the longest clock path</td><td>3</td></tr>
<tr><td>CTS Sinks</td><td>1,056</td></tr>
<tr><td>Resize count post-CTS</td><td>0</td></tr>
<tr><td>Source-to-sink clock delay at the later pin of the worst-skew pair</td><td>780 ps</td></tr>
<tr><td>Clock input transition at the sequential cells of the worst setup and hold paths</td><td>60 ps</td></tr>
<tr><td>Maximum level of the CTS H-tree</td><td>3</td></tr>
<tr><td>Number of hold buffers added after CTS</td><td>0</td></tr>
<tr><th colspan="2">Placement</th></tr>
<tr><td>Detailed placer's ending HPWL</td><td>227,000 µm</td></tr>
<tr><td>Number of port buffers</td><td>145</td></tr>
<tr><td>Placement Setup Slack</td><td>43,010 ps</td></tr>
<tr><td>Final RePlAce weighted congestion</td><td>1.07</td></tr>
<tr><td>Post-place instance area</td><td>69,400 µm²</td></tr>
<tr><th colspan="2">Final timing</th></tr>
<tr><td>Max-slew headroom at the worst pin</td><td>7.87%</td></tr>
<tr><td>Slew at the pin closest to its max-slew limit</td><td>1370 ps</td></tr>
<tr><td>Worst Setup Slack, final</td><td>42,820 ps</td></tr>
<tr><td>Fmax</td><td>26.3 MHz</td></tr>
<tr><td>Final worst path period need</td><td>38,080 ps</td></tr>
<tr><td>Layout Skew</td><td>100 ps</td></tr>
<tr><td>Final count of pins violating max slew</td><td>0</td></tr>
<tr><td>Final hold vios</td><td>0</td></tr>
<tr><td>Tcrit/Tclk final</td><td>47.1%</td></tr>
<tr><td>Hold WS</td><td>649 ps</td></tr>
<tr><td>Final total negative setup slack</td><td>0 ps</td></tr>
<tr><td>Endpoints failing setup</td><td>0</td></tr>
<tr><td>Setup repair after global routing missed its margin</td><td>false</td></tr>
<tr><th colspan="2">Pwr</th></tr>
<tr><td>Cell leakage power</td><td>25.9 nW</td></tr>
<tr><td>Power density over the cells</td><td>21.8 nW/µm²</td></tr>
<tr><td>Total power of the final layout</td><td>1.60 mW</td></tr>
<tr><td>Peak VDD IR</td><td>0.0179 mV</td></tr>
<tr><th colspan="2">Layout</th></tr>
<tr><td>Area growth, synth to finish</td><td>14.0%</td></tr>
<tr><td>Share of post-route cells with drive strength above 1</td><td>16.0%</td></tr>
<tr><td>Final Cell Area</td><td>73,200 µm²</td></tr>
<tr><th colspan="2">Worst hold path</th></tr>
<tr><td>Hold path depth</td><td>2</td></tr>
<tr><td>Endpoint of the worst hold path</td><td>pc_out[31]</td></tr>
<tr><td>Classification of the worst-slack hold path</td><td>flop to flop</td></tr>
<tr><td>Hold path startpoint</td><td>pc_out[31]</td></tr>
<tr><th colspan="2">Job</th></tr>
<tr><td>Total number of warnings across the stage logs</td><td>62</td></tr>
<tr><td>Max-capacitance violation count</td><td>0</td></tr>
</table>
## through the flow
stage               utilization (%)  instances
finish                         46.1       7961
global route                   46.1       7955
CTS                            46.0       7950
detailed placement             43.7       7736
global placement               43.7       7736
floorplan                         -       5618
## power by group
part / leakage, nW / switching (mW) / internal [mW]
clock: 1.82 / 0.229 / 0.302
sequential: 9.67 / 0.00789 / 0.650
combinational: 14.4 / 0.288 / 0.122
## cells in the final DEF, fill, tap and decap left out, drive strengths merged, types with 138 or more instances in the layout
master         Yosys  layout
a21oi            369     369
a22oi            249     249
buf              277     369
clkdlybuf4s50      0     138
edfxtp          1024    1024
mux2i            642     642
mux4             150     150
nand2            335     335
nand3            156     156
nor2             384     384
o21ai            277     277
## how the worst max path moves through the flow
stage	start	end	cells past startpoint
final	instruction[21]	dm_address[12]	12
after CTS	instruction[21]	dm_address[12]	12
after global routing	instruction[21]	dm_address[12]	12
## per-layer routing
layer | track usage, % | routed length, µm | share of wire, % | up-vias
met3 | 29.1 | 56500 | 17 | 1080
li1 | - | - | - | 22563
met1 | 48.1 | 104000 | 32 | 26798
met5 | 9.01 | 2030 | 0.63 | -
met4 | 26.7 | 27700 | 8.6 | 63
met2 | 56.5 | 133000 | 41 | 4504
## cell families after synthesis
kind of cell	count (synthesis)	share of synthesized area (%)
compound gates	1697	18.4
simple gates	1230	9.09
flops	1056	48.9
mux	846	16.2
buf+inv	564	4.13
fa+ha+maj	103	2.02
xor+xnor	90	1.23
other cells	1	0.00584
## worst min-delay path, stage by stage, from the launching register on
cell     delay (ps)
dfxtp_1         340
xor2_1           90
a21o_1          170
## area by class of cell
class | count | area [µm²]
Fill cell | 14198 | 85700
Sequential cell | 1056 | 31400
Multi-Input combinational cell | 3998 | 30800
Timing Repair Buffer | 508 | 4220
Clock buffer | 131 | 2900
Tap cell | 2072 | 2590
Clock inverter | 83 | 875
Inverter | 102 | 389
Antenna cell | 11 | 27.5
## sequential cells by signal, summed over array words and instances, names as in the netlist
signal / count
pc_out: 32
regfile0.mem: 1024
Power and IR drop assume default switching activity.
