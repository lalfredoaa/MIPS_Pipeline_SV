### /design/flow/constraint.sdc
current_design itype

set clk_period 42.5
set clk_io_pct 0.2

create_clock -name clk0 -period $clk_period [get_ports {clk}]

set non_clock_inputs [all_inputs -no_clocks]
set_input_delay [expr $clk_period * $clk_io_pct] -clock clk0 $non_clock_inputs
set_output_delay [expr $clk_period * $clk_io_pct] -clock clk0 [all_outputs]
### /design/flow/design.v
package definitions;
typedef enum logic[5:0]{
 RTYPE = 6'b000000,
 ADDI = 6'b000001,
 SUBI = 6'b000010,
 ANDI = 6'b000011,
 ORI = 6'b000100,
 XORI = 6'b000101,
 LUI = 6'b000110,
 LLI = 6'b000111,
 LWR = 6'b001000,
 SWR = 6'b001001,
 LWI = 6'b001010,
 SWI = 6'b001011,
 BEQ = 6'b001100,
 BNE = 6'b001101,
 J = 6'b001110,
 JAL = 6'b001111,
 RET = 6'b010000, 
 BNEG = 6'b010001  
} opcode;
typedef enum logic[3:0]{
 ALU_ADD = 4'b0000,
 ALU_SUB = 4'b0001,
 ALU_AND = 4'b0010,
 ALU_OR = 4'b0011,
 ALU_XOR = 4'b0100,
 ALU_SLL = 4'b0101,
 ALU_SRL = 4'b0110,
 ALU_SLA = 4'b0111,
 ALU_SRA = 4'b1000,
 ALU_LUI = 4'b1001,
 ALU_LLI = 4'b1010,
 ALU_NOT = 4'b1011,  
 ALU_Z = 'z
} operation;
endpackage
import definitions::*;
module alu
	#(parameter DATA_SIZE=32)
	 (input logic signed[DATA_SIZE-1:0] a,
	  input logic signed[DATA_SIZE-1:0] b,
	  input operation op,
	  output logic signed[DATA_SIZE-1:0] r,
	  output logic z, 
	  output logic n  
	);
always_comb
begin
	case(op)
		ALU_ADD: r = a + b;
		ALU_SUB: r = a - b;
		ALU_AND: r = a & b;
		ALU_OR: r = a | b;
		ALU_XOR: r = a ^ b;
		ALU_SLL: r = b << a;
		ALU_SRL: r = b >> a;
		ALU_SLA: r = b <<< a;
		ALU_SRA: r = b >>> a;
		ALU_LUI: r = {b[15:0],16'b0};
		ALU_LLI: r = {16'b0,b[15:0]};
		ALU_NOT: r = ~a;
		default: r = 'z;
	endcase
	z = (r==0) ? 1'b1 : 1'b0;
	n = r[DATA_SIZE-1];
end
endmodule
import definitions::*;
module controller
		#(parameter FUNC_SIZE=6)
		(input opcode op,
		 input logic[FUNC_SIZE-1:0] func,
		 output logic rf_we,
		 output logic sel_op_a,
		 output logic sel_op_b,
		 output logic zero_or_sign,
		 output logic [1:0] rd_sel,
		 output logic [1:0] rf_data_sel,
		 output logic mem_ad_sel,
		 output logic dm_we,
		 output logic beq,
		 output logic bne,
		 output logic[2:0] pc_sel,  
		 output logic rs_sel
		 );
always_comb
begin
	case(op)
		RTYPE:
		begin
			sel_op_b = 0;
			rf_we = 1;
			if(func==5 || func==6 || func==7 || func==8)
				sel_op_a = 1;
			else
				sel_op_a = 0;
			zero_or_sign='z;
			rd_sel = 0;
			rf_data_sel = 0;
			dm_we = 0;
			mem_ad_sel = 'z;
			beq = 0;
			bne = 0;
			pc_sel = 0;
			rs_sel = 0;
		end
		ADDI:
		begin
			sel_op_a = 0;
			sel_op_b = 1;
			rf_we = 1;
			zero_or_sign = 1;
			rd_sel = 1;
			rf_data_sel = 0;
			dm_we = 0;
			mem_ad_sel = 'z;
			beq = 0;
			bne = 0;
			pc_sel = 0;
			rs_sel = 0;
		end
		SUBI:
		begin
			sel_op_a = 0;
			sel_op_b = 1;
			rf_we = 1;
			zero_or_sign = 1;
			rd_sel = 1;
			rf_data_sel = 0;
			dm_we = 0;
			mem_ad_sel = 'z;
			beq = 0;
			bne = 0;
			pc_sel = 0;
			rs_sel = 0;
		end
		ANDI:
		begin
			sel_op_a = 0;
			sel_op_b = 1;
			rf_we = 1;
			zero_or_sign = 0;
			rd_sel = 1;
			rf_data_sel = 0;
			dm_we = 0;
			mem_ad_sel = 'z;
			beq = 0;
			bne = 0;
			pc_sel = 0;
			rs_sel = 0;
		end
		ORI:
		begin
			sel_op_a = 0;
			sel_op_b = 1;
			rf_we = 1;
			zero_or_sign = 0;
			rd_sel = 1;
			rf_data_sel = 0;
			dm_we = 0;
			mem_ad_sel = 'z;
			beq = 0;
			bne = 0;
			pc_sel = 0;
			rs_sel = 0;
		end
		XORI:
		begin
			sel_op_a = 0;
			sel_op_b = 1;
			rf_we = 1;
			zero_or_sign = 0;
			rd_sel = 1;
			rf_data_sel = 0;
			dm_we = 0;
			mem_ad_sel = 'z;
			beq = 0;
			bne = 0;
			pc_sel = 0;
			rs_sel = 0;
		end
		LUI:
		begin
			sel_op_a = 'z;
			sel_op_b = 1;
			rf_we = 1;
			zero_or_sign = 0;  
			rd_sel = 1;
			rf_data_sel = 0;
			dm_we = 0;
			mem_ad_sel = 'z;
			beq = 0;
			bne = 0;
			pc_sel = 0;
			rs_sel = 0;
		end
		LLI:
		begin
			sel_op_a = 'z;
			sel_op_b = 1;
			rf_we = 1;
			zero_or_sign = 0;  
			rd_sel = 1;
			rf_data_sel = 0;
			dm_we = 0;
			mem_ad_sel = 'z;
			beq = 0;
			bne = 0;
			pc_sel = 0;
			rs_sel = 0;
		end
		LWR:
		begin
			sel_op_a = 'z;
			sel_op_b = 'z;
			rf_we = 1;
			zero_or_sign = 'z;
			rd_sel = 1;
			rf_data_sel = 1;
			dm_we = 0;
			mem_ad_sel = 0;
			beq = 0;
			bne = 0;
			pc_sel = 0;
			rs_sel = 0;
		end
		SWR:
		begin
			sel_op_a = 'z;
			sel_op_b = 'z;
			rf_we = 0;
			zero_or_sign = 'z;
			rd_sel = 'z;
			rf_data_sel = 'z;
			dm_we = 1;
			mem_ad_sel = 0;
			beq = 0;
			bne = 0;
			pc_sel = 0;
			rs_sel = 0;
		end
		LWI:
		begin
			sel_op_a = 'z;
			sel_op_b = 'z;
			rf_we = 1;
			zero_or_sign = 'z;
			rd_sel = 1;
			rf_data_sel = 1;
			dm_we = 0;
			mem_ad_sel = 1;
			beq = 0;
			bne = 0;
			pc_sel = 0;
			rs_sel = 0;
		end
		SWI:
		begin
			sel_op_a = 'z;
			sel_op_b = 'z;
			rf_we = 0;
			zero_or_sign = 'z;
			rd_sel = 'z;
			rf_data_sel = 'z;
			dm_we = 1;
			mem_ad_sel = 1;
			beq = 0;
			bne = 0;
			pc_sel = 0;
			rs_sel = 0;
		end
		BEQ:
		begin
			sel_op_a = 0;
			sel_op_b = 0;
			rf_we = 0;
			zero_or_sign = 'z;
			rd_sel = 'z;
			rf_data_sel = 'z;
			dm_we = 0;
			mem_ad_sel = 'z;
			beq = 1;
			bne = 0;
			pc_sel = 1;
			rs_sel = 0;
		end
		BNE:
		begin
			sel_op_a = 0;
			sel_op_b = 0;
			rf_we = 0;
			zero_or_sign = 'z;
			rd_sel = 'z;
			rf_data_sel = 'z;
			dm_we = 0;
			mem_ad_sel = 'z;
			beq = 0;
			bne = 1;
			pc_sel = 1;
			rs_sel = 0;
		end
		J:
		begin
			sel_op_a = 'z;
			sel_op_b = 'z;
			rf_we = 0;
			zero_or_sign = 'z;
			rd_sel = 'z;
			rf_data_sel = 'z;
			dm_we = 0;
			mem_ad_sel = 'z;
			beq = 0;
			bne = 0;
			pc_sel = 2;
			rs_sel = 0;
		end
		JAL:
		begin
			sel_op_a = 'z;
			sel_op_b = 'z;
			rf_we = 1;
			zero_or_sign = 'z;
			rd_sel = 2;
			rf_data_sel = 2;
			dm_we = 0;
			mem_ad_sel = 'z;
			beq = 0;
			bne = 0;
			pc_sel = 2;
			rs_sel = 0;
		end
		RET:
		begin
			sel_op_a = 'z;
			sel_op_b = 'z;
			rf_we = 0;
			zero_or_sign = 'z;
			rd_sel = 'z;
			rf_data_sel = 'z;
			dm_we = 0;
			mem_ad_sel = 'z;
			beq = 0;
			bne = 0;
			pc_sel = 3;
			rs_sel = 1;
		end
		BNEG:
		begin
			sel_op_a = 0;
			sel_op_b = 0;
			rf_we = 0;
			zero_or_sign = 'z;
			rd_sel = 'z;
			rf_data_sel = 'z;
			dm_we = 0;
			mem_ad_sel = 'z;
			beq = 0;
			bne = 0;
			pc_sel = 4;
			rs_sel = 0;
		end
		default:
		begin
			sel_op_a = 'z;
			sel_op_b = 'z;
			rf_we = 0;
			zero_or_sign = 'z;
			rd_sel = 'z;
			rf_data_sel = 'z;
			dm_we = 0;
			mem_ad_sel = 'z;
			beq = 0;
			bne = 0;
			pc_sel = 0;
			rs_sel = 0;
		end
	endcase
end
endmodule
module extender(input logic [4:0] sa,
		input logic [15:0] imm,
		input logic zero_or_sign,
		output logic [31:0] ext_sa,
		output logic [31:0] ext_imm 
		);
always_comb 
begin 
	if(sa[4]==0)
		ext_sa = {27'b0,sa[4:0]};
	else	
		ext_sa = {27'b1,sa[4:0]};
	if(zero_or_sign)  
	begin
		if(imm[15]==0)
			ext_imm = {16'b0,imm[15:0]};
		else	
			ext_imm = {16'hffff,imm[15:0]};	
	end
	else  
	begin
		ext_imm = {16'b0,imm[15:0]};
	end
end
endmodule
import definitions::*;
module instruction_decoder
	#(parameter FUNC_SIZE=6)
	 (input opcode op,
	  input logic[FUNC_SIZE-1:0] func,
	  output operation alu_op
	 );
always_comb
begin
	case(op)
		RTYPE:
		begin
			alu_op = operation'(func[3:0]);
		end
		ADDI:
		begin
			alu_op = ALU_ADD;  
		end
		SUBI:
		begin
			alu_op = ALU_SUB;  
		end
		ANDI:
		begin
			alu_op = ALU_AND;  
		end
		ORI:
		begin
			alu_op = ALU_OR;  
		end
		XORI:
		begin
			alu_op = ALU_XOR;  
		end
		LUI:
		begin
			alu_op = ALU_LUI;  
		end
		LLI:
		begin
			alu_op = ALU_LLI;  
		end
		LWR:
		begin
			alu_op = ALU_Z;
		end
		SWR:
		begin
			alu_op = ALU_Z;
		end
		LWI:
		begin
			alu_op = ALU_Z;
		end
		SWI:
		begin
			alu_op = ALU_Z;
		end
		BEQ:
		begin
			alu_op = ALU_SUB;  
		end
		BNE:
		begin
			alu_op = ALU_SUB;  
		end
		J:
		begin
			alu_op = ALU_Z;  
		end
		JAL:
		begin
			alu_op = ALU_Z;  
		end
		RET:
		begin
			alu_op = ALU_Z;  
		end
		BNEG:
		begin
			alu_op = ALU_ADD;  
		end
		default:
			alu_op = ALU_Z;
	endcase	
end
endmodule
module itype
	#(parameter INS_SIZE=32)
	 (input logic clk,
	  input logic[INS_SIZE-1:0] instruction,
	  input logic[31:0] dm_q,
	  input logic[15:0] pc,
	  output logic dm_we,
	  output logic [15:0] dm_address,
	  output logic [31:0] dm_d,
	  output logic [15:0] next_pc
	 );
logic[5:0] ins_op;
logic[4:0] ins_rs;
logic[4:0] ins_rt;
logic[4:0] ins_rd;
logic[4:0] ins_sa;
logic[5:0] ins_func;
logic[15:0] ins_imm;
logic [3:0] alu_op;
logic rf_we;
logic sel_op_a;
logic sel_op_b;
logic zero_or_sign;
logic rd_sel;
logic rf_data_sel;
logic mem_ad_sel;
logic[31:0] operandA;
logic[31:0] operandB;
logic[31:0] result;
logic zero;
logic[31:0] ext_sa;
logic[31:0] ext_imm;
logic[31:0] Qs;
logic[31:0] Qt;
logic[31:0] D;
logic[4:0] rd;
logic beq;
logic bne;
controller controller0
		(.op(ins_op),
		 .func(ins_func),
		 .rf_we(rf_we),
		 .sel_op_a(sel_op_a),
		 .sel_op_b(sel_op_b),
		 .zero_or_sign(zero_or_sign),
		 .rd_sel(rd_sel),
		 .rf_data_sel(rf_data_sel),
		 .mem_ad_sel(mem_ad_sel),
		 .dm_we(dm_we),
		 .beq(beq),
		 .bne(bne)
		 );
regfile regfile0
	 (.rs(ins_rs),
	  .rt(ins_rt),
	  .rd(rd),
	  .D(D),
	  .we(rf_we),
	  .clk(clk),
	  .Qs(Qs),
	  .Qt(Qt)
	 );
alu alu0
	 (.a(operandA),
	  .b(operandB),
	  .op(alu_op),
	  .r(result),
	  .z(zero)
	);
extender extender0
	(.sa(ins_sa),
	 .imm(ins_imm),
	 .zero_or_sign(zero_or_sign),
	 .ext_sa(ext_sa),
	 .ext_imm(ext_imm) 
	);
instruction_decoder instruction_decoder0
	 (.op(ins_op),
	  .func(ins_func),
	  .alu_op(alu_op)
	 );
always_comb
begin
	ins_op = instruction[31:26];
	ins_rs = instruction[25:21];
	ins_rt = instruction[20:16];
	ins_rd = instruction[15:11];
	ins_sa = instruction[10:6];
	ins_func = instruction[5:0];
	ins_imm = instruction[15:0];
	operandA = (sel_op_a) ? ext_sa : Qs;
	operandB = (sel_op_b) ? ext_imm : Qt;
	rd = (rd_sel) ? ins_rt : ins_rd;
	D = (rf_data_sel) ? dm_q : result;
	dm_address = (mem_ad_sel) ? ins_imm : Qs;
	dm_d = Qt;
	if(beq)
	begin
		if(zero)
			next_pc = ins_imm;
		else
			next_pc = pc;
	end
	else
	begin
		if(bne)
		begin
			if(~(zero))
				next_pc = ins_imm;
			else
				next_pc = pc;
		end
		else
			next_pc = pc;
	end
end
endmodule
module regfile
	#(parameter DATA_SIZE=32, parameter SELEC_SIZE=5, parameter ADDRESSES=32)
	 (input logic[SELEC_SIZE-1:0] rs,
	  input logic[SELEC_SIZE-1:0] rt,
	  input logic[SELEC_SIZE-1:0] rd,
	  input logic[DATA_SIZE-1:0] D,
	  input logic we,
	  input logic clk,
	  output logic[DATA_SIZE-1:0] Qs,
	  output logic[DATA_SIZE-1:0] Qt
	 );
logic [DATA_SIZE-1:0] mem [ADDRESSES-1:0];
always_ff@(posedge clk) 
begin
    if(we)
    begin
        if(rd != 0)
		mem[rd] <= D;
    end
end
always_comb 
begin
    Qs = mem[rs];
    Qt = mem[rt];
end
endmodule
### /design/flow/run.sh
#!/bin/bash
# OpenROAD 26Q1-2900-gdf79404cd8, Yosys 0.63+post, stock flow scripts
make -C /OpenROAD-flow-scripts/flow DESIGN_CONFIG=/design/flow/config.mk WORK_HOME=/design/flow/orfs finish
### /design/flow/config.mk
export PLATFORM = sky130hd
export DESIGN_NAME = itype
export DESIGN_NICKNAME = itype
export VERILOG_FILES = /design/flow/design.v
export SDC_FILE = /design/flow/constraint.sdc
export NUM_CORES = 4
export LEC_CHECK = 1
export CORE_UTILIZATION = 50
export SYNTH_HDL_FRONTEND = slang
==> impl.org <==
* Flow results

** Placement
- According to the dpl log, the detail-placed design has an HPWL of 171000 um.
- The congestion estimate from routability-driven global placement came to 1.08.
- Port Buffers :: 145
- Placed cell area :: 63200 um^2
- Pre-CTS WS :: 15550 ps

** Setup path
- The data required time reported for the critical path is 34000 ps.
- Looking at the critical path, the single cell with the biggest stage delay is buf_4.
- Endpoint type of the worst setup path :: output pin
- For this run, the slowest stage of the critical path takes 720 ps.
- Largest fanout on the critical path :: 57
- Grouping stages by cell kind, the critical path spends the most delay in simple AND/OR/NAND/NOR gates.
- Data arrival time of the critical path :: 18750 ps
- The setup path with the least slack is of type input pin to output pin.
- Crit path top cell by count :: buf_4
- Per the post-run analysis, buffers plus inverters along the critical path come to 7.
- STA classifies the critical path startpoint as an input pin.

** Drt
- DR vias/cell :: 7.04
- In this run the remaining antenna-violating nets after routing total 0.
- The detailed router reported a total wirelength of 251000 um.
- Number of vias after detailed routing :: 44774
- Pre-antenna DRT Iters :: 6
- TritonRoute reported its final design rule violation total as 0.
- Wire length per cell after detailed routing :: 39.5 um
- For this block, the initial DRC count from the detailed router was 4231.
- The highest metal layer carrying signal wires in the routed design is met5.
- Met3 wire length :: 43900 um
- Wl on met1 :: 82500 um
- Met2 Routed Length :: 107000 um

** Logic synthesis
- Cell count in the Yosys report :: 4503
- Synthesized registers :: 1024
- The share of the Yosys chip area taken by registers is 52.5%.
- Of all flip-flops after synthesis, the portion carrying an async set or reset was 0%.
- In this run, distinct cell masters in the synthesized netlist total 97.
- Cell area after synthesis :: 58600 um^2
- Top-area cell type share of the netlist area :: 52.5%
- The chip area line in the Yosys stat output reads 58600 um^2.
- The synthesized netlist handed to floorplanning was reported with a cell count of 4503.
- The synthesis report lists the most area-consuming cells as edfxtp_1 (52%), mux2i_1 (11%), mux4_2 (9.5%).
- Leading register cell type out of synthesis :: edfxtp_1
- In this run, synthesis inferred 1024 flip-flops with an integrated enable.
- Cell type contributing the most total cell area after synthesis :: edfxtp_1
- Synthesized area divided by synthesized cell count :: 13.0 um^2
- The synthesis log from Yosys contains 0 warnings.

** Floorplan
- Starting density of the core :: 50.4%
- The floorplan has 125 rows.
- The die is 344 um tall.
- Die Outline Area :: 119000 um^2
- In this run the horizontal extent of the chip is 344 um.
- Ports :: 146
- Per the OpenROAD floorplan log, the area of the core is 116000 um^2.

** Global routing
- Entering global routing, the biggest net connects 88 pins.
- Overall fraction of global-route tracks in use :: 46.6%
- Vias in the first global route :: 45695
- Global-route wire length before repair :: 347000 um
- Grt total ovfl :: 0
- The number of antenna violations at the first check in global routing came to 13.

** Status
- Status :: finished clean

** STA
- Worst relative slew slack :: 28.2%
- For this run, the final setup violation count is recorded as 0.
- Clock Skews :: 74.6 ps
- Number of pins exceeding their max-slew limit in the final report :: 0
- The final layout reports a setup TNS of 0 ps.
- Setup repair after global routing left no endpoint under its margin.
- Final number of hold-violating endpoints :: 0
- In the post-route analysis, the smallest setup slack over all paths is 15250 ps.
- Final hold analysis gives a worst-case slack of 2200 ps.
- Share of the clock period used by the worst path :: 64.1%
- The transition time recorded at the tightest slew-check pin is 1070 ps.
- Fin crit period :: 27250 ps
- Static timing analysis puts the maximum clock frequency at 36.7 MHz.

** Finish
- Highest-count logic cell in the final layout :: edfxtp_1
- The final report gives the core utilization as 57.4%.
- Share of post-route cells with drive strength above 1 :: 17.9%
- The registers reported with the highest flop counts are regfile0.mem x1024.
- The register with the most flip-flops in the layout has 1024 of them.
- Fillers :: 9191
- The final report gives the standard cell area, fillers excluded, as 66700 um^2.
- Synth-to-Final Area Change :: 13.8%
- Top logic cells by instance count in the layout :: edfxtp_1 (1024), mux2i_1 (642), a22oi_1 (310), buf_4 (283), nand2_1 (268)
- Register containing the most flip-flops in the final layout :: regfile0.mem

** Pwr
- Power per standard cell area :: 39.3 nW/um^2
- Worst IR Drop VDD :: 0.0000401 V
- The leakage power in the latest report is 23.6 nW.

** Clocking
- TritonCTS clock tree :: built
- Clock insertion delay at the later pin of the skew report :: 740 ps
- Maximum buffer depth of the clock tree :: 3
- TritonCTS reports the number of clock sinks as 1024.
- In this run the number of H-tree levels came out at 3.
- Clock buffers created by TritonCTS :: 104
- Looking at the worst setup and hold paths, the clock pins of their registers show a slew of 60 ps.
- # hold bufs at CTS :: 0
- In this run the post-CTS setup repair buffer count came out at 0.
- Once the clock tree was built, the resizer swapped 0 gates to a different size.
- Master cell of the clock root buffer :: clkbuf_16

** Job
- Summing over the stages, the warning tally comes to 59.
- Maximum capacitance violations :: 0

** Min path
- Class of the tightest hold or removal check :: flip-flop to flip-flop
## per-stage QoR
step	cells	total power, mW
global route	6353	2.68
finish	6357	2.62
global placement	6159	1.69
CTS	6352	2.61
floorplan	4534	1.46
detailed placement	6159	1.69
## Yosys cell counts (24+ instances only)
cell type and count:
a22oi_1 310, nor3_1 95, inv_1 81, nand4_1 58, a211oi_1 41, mux4_2 248, nor4_1 26, a221oi_1 35
nand2_1 269, nand2b_1 26, clkbuf_1 141, nor2_1 235, buf_4 28, a31oi_1 29, buf_2 94, a21oi_1 192
xnor2_1 45, nand3_1 78, o21ai_0 151, mux2i_1 643, ha_1 96, buf_1 53, nor2b_1 24, o22ai_1 48
edfxtp_1 1024, mux2_2 28
## routing by layer
| layer | global-route usage [%] | vias to the layer above |
|---|---|---|
| met5 | 7.57 | - |
| met1 | 59.0 | 21800 |
| met2 | 62.0 | 3499 |
| li1 | - | 18617 |
| met4 | 23.0 | 43 |
| met3 | 32.0 | 815 |
## worst min-delay path, delay by kind of cell (launching register included)
kind | cells | cell delay, ps
compound gates | 4 | 600
flops | 1 | 330
buf+inv | 2 | 440
simple gates | 2 | 310
xor+xnor | 2 | 300
mux | 1 | 70
## power breakdown
part	switching [mW]	total (mW)	internal, mW
Sequential	0.00261	1.14	1.13
Combinational	0.370	0.553	0.182
Clock	0.399	0.929	0.530
## layout make-up
type,count,area (um^2),share of cell area (%)
Antenna cell,5,12.5,0.0188
Clock buffer,128,2710,4.07
Clock inverter,65,748,1.12
Inverter,85,319,0.479
Multi-Input combinational cell,3096,26600,39.9
Sequential cell,1024,30700,46.1
Tap cell,1524,1910,2.86
Timing Repair Buffer,430,3640,5.45
## cells by family after synthesis
logic type                 share of synthesized area [%]
AOI/OAI and AO/OA                                   12.2
xor gates and xnor gates                           0.792
adders and majority gates                           2.08
buffers and inverters                               3.22
DFF                                                 52.5
muxes                                               21.3
other                                            0.00640
and+or+nand+nor                                     7.84
## final timing paths
kind                               endpoint                      startpoint  slack (ps)  cells past startpoint
min reg2reg   regfile0.mem[8][31]$_DFFE_PP_  regfile0.mem[13][29]$_DFFE_PP_        2200                     11
max reg2reg  regfile0.mem[21][30]$_DFFE_PP_   regfile0.mem[27][0]$_DFFE_PP_       35130                     25
min           regfile0.mem[8][31]$_DFFE_PP_  regfile0.mem[13][29]$_DFFE_PP_        2200                     11
max                              next_pc[2]                 instruction[17]       15250                     33
Power is estimated from default activity; no workload was simulated.
